==> design/flow/design.v <==
module D_FF (q, d, reset, clk);
    output reg q;
    input d, reset, clk;
    always_ff @(posedge clk)
        if (reset)
            q <= 0;  
        else
            q <= d;  
endmodule 
module register_nbit #(parameter WIDTH=64) (
    input logic              clk, write_enable,
    input logic   [WIDTH-1:0]     data_in,
    output logic  [WIDTH-1:0]     data_out
    );
    logic     		write_enable_int;
    logic     [WIDTH-1:0]     data;
    logic ground;
    assign ground = 1'b0;
    genvar i;
    generate
        for (i=0; i<WIDTH; i++) begin
            D_FF reg_ffs (
                .q(data_out[i]),
                .d(data[i]),
                .clk(clk),
                .reset(ground)
            );
            mux_2x1 m (.in({data_in[i], data_out[i]}), .out(data[i]), .sel(write_enable));  
        end
    endgenerate
endmodule
`timescale 1ns / 10ps
module mux_2x1(in, out, sel);
    input logic [1:0] in;
    input logic sel;
    output logic out;
    logic int_0, int_1;
    logic not_sel;
    not #0.05 invert (not_sel, sel);
    and #0.05 a1 (int_0, in[0], not_sel);
    and #0.05 a2 (int_1, in[1], sel);
    or #0.05 o1 (out, int_0, int_1);
endmodule
==> design/flow/run.sh <==
#!/bin/bash
# OpenROAD 26Q1-2900-gdf79404cd8, Yosys 0.63+post, stock flow scripts
make -C /OpenROAD-flow-scripts/flow DESIGN_CONFIG=/design/flow/config.mk WORK_HOME=/design/flow/orfs finish
==> design/flow/config.mk <==
export PLATFORM = sky130hd
export DESIGN_NAME = register_nbit
export DESIGN_NICKNAME = register_nbit
export VERILOG_FILES = /design/flow/design.v
export SDC_FILE = /design/flow/constraint.sdc
export NUM_CORES = 4
export LEC_CHECK = 1
export CORE_UTILIZATION = 50
==> design/flow/constraint.sdc <==
current_design register_nbit

set clk_period 1.0
set clk_io_pct 0.2

create_clock -name clk0 -period $clk_period [get_ports {clk}]

set non_clock_inputs [all_inputs -no_clocks]
set_input_delay [expr $clk_period * $clk_io_pct] -clock clk0 $non_clock_inputs
set_output_delay [expr $clk_period * $clk_io_pct] -clock clk0 [all_outputs]
==> out/results.tsv <==
metric	value	unit
edf_count	64	
simple_gate_share	0	%
cp_max_fo	1	
netlist.area_leader.share	80.00	%
timing.final.ws_setup	-0.02375	ns
rows	24	
grt_pass1_vias	1198	
grt_overflow	0	
ir_drop	1.157	mV
num-multi-input-gates	0	
hpwl	2936	um
startpoint_type	flop	
report.final.slew_viol_count	0	
mux_area_share	0	%
postCtsHoldBufs	0	
clk_path_buf_depth	2	
drive_gt1_share	36.36	%
coreArea	0.004474	mm^2
crit_required	0.80	ns
crit_chain	buf_2	
openroad.warnings	28	
fillers	292	
synthArstFlopShare	0	%
adder_share	0	%
path_buffers	1	
ys_cells	128	
layout.area.comb	0	um^2
instances_no_fill	261	
yosys_area	0.002402	mm^2
period_used_share	102.4	%
die_y	71.32	um
place_inst	247	
routedWlPerCell	14.94	um
slew_headroom	87.52	%
worst-slew-pin-transition	0.1872	ns
gr-usage-met1	25.08	%
netlist.top_cell.by_area	edfxtp_1	
powerDensity	1701	mW/mm^2
aoi_share	0	%
p_leak	0.001223	uW
ys_warn_count	1	
logic_family	buffers and inverters	
worstSetupPathType	reg -> out	
synthTopCellsByCount	buf_4 (64), edfxtp_1 (64)	
ys_ff	64	
syn_avg_cell_area	18.77	um^2
crit_family	flip-flops	
via_per_inst	4.448	
slowest_delay	0.38	ns
antenna_left	0	
ff_type	edfxtp_1	
antenna_found_initial	0	
violations	setup timing	
dieWidth	71.32	um
pre_cts_ws	0.003903	ns
xor_area_share	0	%
worstSetupEndpointType	output pin	
vias	1161	
grt_max_degree	37	
cts.sinks	64	
dr.pass1.iters	26	
slowest_stage	edfxtp_1	
die_area	0.005086	mm^2
grt_pass1_wl	5796	um
num_io_pins	130	
grt_use_total	17.02	%
seq_area_frac_synth	80.00	%
outcome	finished with violations	
port_buffers	129	
routed_wl	3899	um
place_congestion	0.6905	
setup_viol_count_final	3	
cts_tree	done	
htree_num_levels	3	
drt-initial-drc-count	67	
synthToLayoutAreaGrowth	30.52	%
path_clk_slew	0.06	ns
postSynthCellCount	128	
grtUsageMet2	26.24	%
fin_crit	1.024	ns
drc_errors	0	
antenna-diode-count	0	
topCellsByArea	edfxtp_1 (80%), buf_4 (20%)	
cts_buffers	9	
gr-max-usage-layer	met2	
cts-root-buf	clkbuf_8	
fmax	976.8	MHz
finalHoldViolations	0	
design_area	0.003136	mm^2
floorplan.core_util	53.69	%
synth.distinct_cells	2	
grt_setup_unrepaired	true	
cap_violations	0	
hold_class	in -> reg	
grt_util_met3	8.131	%
dpl_cell_area	0.003313	mm^2
synthesis.area	0.002402	mm^2
arrival	0.82	ns
[layout by cell type (no fill, tap or decap), drive strengths merged]
| cell type | n |
|---|---|
| buf | 67 |
| clkbuf | 11 |
| clkdlybuf4s50 | 64 |
| clkinv | 3 |
| edfxtp | 64 |
[timing repair]
item / CTS / global route
buffers inserted: 0 / 0
setup endpoints to repair: 64 / 64
gates resized: 195 / 0
[cell type report]
cell class            instances  area [um^2]  share of cell area, %
Clock buffer                 11        131.4                  4.190
Clock inverter                3        11.26                 0.3591
Sequential cell              64         1922                  61.29
Tap cell                     52        65.06                  2.075
Timing Repair Buffer        131         1006                  32.08
[final timing paths]
check                         from            to  cells past startpoint
worst max-delay path          flop  data_out[23]                      1
worst min-delay path  write_enable          flop                      2
[logic make-up after synthesis]
family	count (synthesis)
flip-flops	64
buffers and inverters	64
[per-layer routing]
metal,share of wire [%],vias up
li1,-,543
met1,33,542
met2,52,70
met3,14,6
met4,1.3,0
met5,0,-
[through the flow]
| step | util (%) | power (uW) | hold WS, ns | TNS, ns |
|---|---|---|---|---|
| 2_1_floorplan | - | 3509 | 0.2989 | 0 |
| 3_5_place_dp | 74.05 | 3963 | 0.7055 | 0 |
| 3_3_place_gp | 74.05 | 3948 | 0.7131 | -0.003741 |
| 6_report | 70.08 | 5332 | 0.3807 | -0.02642 |
| 5_1_grt | 70.08 | 5590 | 0.3682 | -2.175 |
| 4_1_cts | 70.08 | 5420 | 0.3610 | -0.7572 |
[report_power, final]
part,internal (uW),total [uW],switching [uW]
Combinational,355,467,113
Clock,847,1640,788
Sequential,3190,3230,42.1
Total,4390,5330,943
Power and IR drop assume default switching activity.
