**flow/design.v**
```verilog
`timescale 1ns / 10ps
module alu (A, B, cntrl, result, negative, zero, overflow, carry_out);
	input logic  [63:0]  A, B;
 	input logic  [2:0]   cntrl;
 	output logic [63:0]  result;
	output logic         negative, zero, overflow, carry_out;
	logic [63:0] carry;
	genvar i;
	generate
		for (i=1; i<64; i=i+1) begin
			bit_slice bits (.A(A[i]),
			                .B(B[i]),
							.carry_in(carry[i-1]),
							.subtract(cntrl[0]),
							.cntrl(cntrl),
							.carry_out(carry[i]),
							.result(result[i]));
		end
	endgenerate
	bit_slice lsb  (.A(A[0]),
					.B(B[0]),
					.carry_in(cntrl[0]),
					.subtract(cntrl[0]),
					.cntrl(cntrl),
					.carry_out(carry[0]),
					.result(result[0]));
	buf neg_buf        (negative, result[63]);
	buf c_out          (carry_out, carry[63]);
	xor overflow_test  (overflow, carry[63], carry[62]);
	is_zero zero_test  (.in(result), .zero(zero));
endmodule
module bit_slice (A, B, carry_in, subtract, cntrl, carry_out, result);
input logic  A, B, carry_in, subtract;
input logic [2:0] cntrl;
output logic carry_out, result;
logic        not_b, B_int;
logic [7:0]  mux_in;
full_adder add (.carry_in(carry_in),
                .A(A),
                .B(B_int),
                .sum_result(mux_in[2]),
                .carry_out(carry_out));
buf bit_buf (mux_in[0], B);
buf add_sub (mux_in[3], mux_in[2]);
and bit_and (mux_in[4], A, B);
or bit_or   (mux_in[5], A, B);
xor bit_xor (mux_in[6], A, B);
not nb (not_b, B);
mux_2x1 add_or_sub (.in({not_b, B}), .out(B_int), .sel(subtract));
mux_8x1 slice_result (.in(mux_in), .out(result), .sel(cntrl));
endmodule
`timescale 1ns / 10ps
module full_adder(carry_in, A, B, sum_result, carry_out);
	input logic carry_in, A, B;
	output logic sum_result, carry_out;
	logic a_xor_b;
	logic a_and_b;
	logic cin_ab;
	xor #0.05 ab (a_xor_b, A, B);
	xor #0.05 sum (sum_result, a_xor_b, carry_in);
	and #0.05 a_b (a_and_b, A, B);
	and #0.05 cin_ab1(cin_ab, carry_in, a_xor_b);
	or #0.05 carry (carry_out, a_and_b, cin_ab);
endmodule
`timescale 1ns / 10ps
module is_zero (in, zero);
    input logic [63:0] in;
    output logic       zero;
    logic [15:0] layer_1;
    logic [3:0]  layer_2;
    logic        layer_3;
    genvar i;
    generate
        for (i=0; i<16; i=i+1) begin
            or #0.05 L_1 (layer_1[i], in[4*i], in[4*i+1], in[4*i+2], in[4*i+3]);
        end
        for(i=0; i<4; i=i+1) begin
            or #0.05 L_2 (layer_2[i], layer_1[4*i], layer_1[4*i+1], layer_1[4*i+2], layer_1[4*i+3]);
        end
    endgenerate
    or #0.05 not_zero (layer_3, layer_2[0], layer_2[1], layer_2[2], layer_2[3]);
    nor #0.05 result (zero, layer_3);
endmodule
`timescale 1ns / 10ps
module mux_2x1(in, out, sel);
    input logic [1:0] in;
    input logic sel;
    output logic out;
    logic int_0, int_1;
    logic not_sel;
    not #0.05 invert (not_sel, sel);
    and #0.05 a1 (int_0, in[0], not_sel);
    and #0.05 a2 (int_1, in[1], sel);
    or #0.05 o1 (out, int_0, int_1);
endmodule
module mux_4x1(in, out, sel);
    input logic [3:0] in;
    input logic [1:0] sel;
    output logic out;
    logic m0_out, m1_out;
    mux_2x1 m0 (.in(in[1:0]), .sel(sel[0]), .out(m0_out));
    mux_2x1 m1 (.in(in[3:2]), .sel(sel[0]), .out(m1_out));
    mux_2x1 m2 (.in({m1_out, m0_out}), .sel(sel[1]), .out(out));
endmodule
module mux_8x1(in, out, sel);
    input logic [7:0] in;
    input logic [2:0] sel;
    output logic out;
    logic m0_out, m1_out;
    mux_4x1 m0 (.in(in[3:0]), .sel(sel[1:0]), .out(m0_out));
    mux_4x1 m1 (.in(in[7:4]), .sel(sel[1:0]), .out(m1_out));
    mux_2x1 m2 (.in({m1_out, m0_out}), .sel(sel[2]), .out(out));
endmodule
```
**flow/run.sh**
```bash
#!/bin/bash
# OpenROAD 26Q1-2900-gdf79404cd8, Yosys 0.63+post, stock flow scripts
make -C /OpenROAD-flow-scripts/flow DESIGN_CONFIG=/design/flow/config.mk WORK_HOME=/design/flow/orfs finish
```
**flow/config.mk**
```make
export PLATFORM = sky130hd
export DESIGN_NAME = alu
export DESIGN_NICKNAME = alu
export VERILOG_FILES = /design/flow/design.v
export SDC_FILE = /design/flow/constraint.sdc
export NUM_CORES = 4
export LEC_CHECK = 1
export CORE_UTILIZATION = 50
```
**flow/constraint.sdc**
```tcl
current_design alu

set clk_period 49.3
set clk_io_pct 0.2

create_clock -name clk0 -period $clk_period

set non_clock_inputs [all_inputs -no_clocks]
set_input_delay [expr $clk_period * $clk_io_pct] -clock clk0 $non_clock_inputs
set_output_delay [expr $clk_period * $clk_io_pct] -clock clk0 [all_outputs]
```
==> reports/metrics.yaml <==
setup_path:
  start_kind: "input port"
  crit_buf_inv: 11
  cp-end-kind: "output pin"
  worstSetupPathType: "input port to output pin"
  cp_data_required_time_ns: 39.44
  crit_cells: 80
  max_stage_delay_ns: 0.60
  crit_top_cell: "fa_1"
  cp_max_fo: 33
  critPathSlowestCell: "or4_1"
  arrival_ns: 37.05
  crit_family: "adder cells"
finish:
  fill_cells: 1380
  logic_area_mm2: 0.00638
  clkbuf_count: 0
  regArea_um2: 0
  layout-drive-gt1-share_pct: 2.36
  ff_count: 0
  area_delta_synth_final_pct: 20.0
  postLayoutCellArea_mm2: 0.00943
floorplanning:
  dieArea_mm2: 0.0162
  die_w_um: 127
  core_mm2: 0.0153
  io_pins: 199
  initial_utilization_pct: 51.5
  row_count: 45
  dieHeight_um: 127
synthesis:
  synth_cells: 918
  aoi_share_pct: 11.6
  synth.top_cell.area_share_pct: 30.6
  synthTopCellsByCount: "inv_1, ha_1, mux2i_1"
  ys_sh_adder_pct: 46.6
  syn_avg_cell_area_um2: 8.56
  synth_area_leader_cell: "ha_1"
  yosysMostFrequentCell: "inv_1"
  synthTopCellsByArea: "ha_1, fa_1, mux2i_1"
  ys_sh_mux_pct: 13.5
  synth_xor_xnor_area_share_pct: 0.335
  yosys.area_share.simple_pct: 9.10
  yosys_warnings: 128
  logic_family: "adder cells"
  synth_stat.cells: 918
  ys_seq_share_pct: 0
  ys_types: 35
  syn-cell-area_mm2: 0.00785
  yosys-stat-area_mm2: 0.00785
sta:
  finalHoldViolations: 0
  whs_ns: 20.66
  rsz0062_at_grt: "no"
  maxSlewViolCount: 0
  fin_ws_ns: 2.39
  min_period_over_period_pct: 95.1
  fin_setup_tns_ns: 0
  setup_violations: 0
  max_freq_mhz: 21.3
  finalCriticalPeriod_ns: 46.91
  max_slew.worst_pin.slew_ns: 0.742
  slew_headroom_pct: 50.1
place:
  routabilityCongestion: 0.852
  placedInstanceArea_mm2: 0.00943
  detailed_place_hpwl_um: 15000
  port_buffers: 199
  post-place-ws_ns: 2.35
routing:
  antennaDiodeCount: 0
  routed_wl_um: 19100
  antenna_left: 0
  dr.first_iter.drc_count: 213
  wl_met2_um: 8910
  wl_per_cell_um: 15.6
  drc_errors: 0
  routed_via_density: 5.05
  drt_pass1_iterations: 4
  num_vias: 6205
  top_layer: "met4"
  wl_met3_um: 1390
  met1_length_um: 8770
grt:
  gr-total-overflow: 0
  grt_pass1_wl_um: 31100
  track_usage_pct: 25.0
  antenna_found_initial: 0
  grt_start_max_net_pins: 58
  grt_pass1_vias: 6124
clock_tree:
  cts_hold_buffers: 0
  cts_setup_buffers: 0
  cts_resized: 0
job:
  warnings: 97
  cap_violations: 0
power_and_ir_drop:
  vdd_drop_max_v: 0.00000881
  p_leak_nw: 4.96
  p_total_uw: 99.1
  p_per_area_mw_per_mm2: 10.5
worst_hold_path:
  hold_path.class: "input port to output pin"
  min_path_cells: 3
run_status:
  status: "finished, final reports clean"
[where the power goes]
part	switching, mW	total, mW	internal (mW)
Combinational	0.0459	0.0991	0.0531
Clock	0	0	0
Sequential	0	0	0
[through the flow]
| step | cells | util (%) |
|---|---|---|
| 5_1_grt | 1228 | 61.8 |
| 3_5_place_dp | 1228 | 61.8 |
| 4_1_cts | 1228 | 61.8 |
| 6_report | 1228 | 61.8 |
| 2_1_floorplan | 918 | - |
| 3_3_place_gp | 1228 | 61.8 |
[final timing paths]
path | end | slack [ns] | from
max | zero | 2.39 | cntrl[0]
min | result[14] | 20.66 | cntrl[2]
[routing by layer]
metal,up-vias,GRT usage (%)
met2,159,42.4
li1,3217,-
met3,4,4.27
met4,0,0.770
met5,-,0
met1,2825,35.7
[layout make-up]
cell class	instances	area share, %
multi-input cells	613	67.7
well taps	211	2.80
repair buffers	207	21.7
inverters	197	7.84
[layout by cell type, fill, tap and decap left out, drive strengths merged]
cell type,instances
xnor2,2
nor4,4
clkdlybuf4s50,196
nand2,36
o21ai,6
ha,192
nor4b,1
a22oi,16
nand3,19
inv,197
or4,5
a21o,5
a31oi,1
mux2i,106
and4,1
or3b,2
o22ai,9
o31ai,1
and2,33
xor2,1
a21oi,8
a21boi,14
nand4,4
nand2b,20
nor2,8
a211oi,1
buf,11
o221ai,47
o221a,8
fa,63
[logic make-up (layout without fill, tap and decap cells)]
logic type / Yosys count / after routing
AOI/OAI and AO/OA: 116 / 116
and+or+nand+nor: 133 / 133
muxes: 106 / 106
buffers and inverters: 305 / 404
xor gates and xnor gates: 3 / 3
adders and majority gates: 255 / 255
Power figures rest on the tool's default switching activity, not on a simulated workload.
