==> /design/flow/run.sh <==
#!/bin/bash
# OpenROAD 26Q1-2900-gdf79404cd8, Yosys 0.63+post, stock flow scripts
make -C /OpenROAD-flow-scripts/flow DESIGN_CONFIG=/design/flow/config.mk WORK_HOME=/design/flow/orfs finish
==> /design/flow/config.mk <==
export PLATFORM = sky130hd
export DESIGN_NAME = adder_nbit
export DESIGN_NICKNAME = adder_nbit
export VERILOG_FILES = /design/flow/design.v
export SDC_FILE = /design/flow/constraint.sdc
export NUM_CORES = 4
export LEC_CHECK = 1
export CORE_UTILIZATION = 30
==> /design/flow/constraint.sdc <==
current_design adder_nbit

set clk_period 82.8
set clk_io_pct 0.2

create_clock -name clk0 -period $clk_period

set non_clock_inputs [all_inputs -no_clocks]
set_input_delay [expr $clk_period * $clk_io_pct] -clock clk0 $non_clock_inputs
set_output_delay [expr $clk_period * $clk_io_pct] -clock clk0 [all_outputs]
==> /design/flow/design.v <==
module adder_nbit #(parameter WIDTH=64)(A, B, sum, overflow, carry_out_msb, subtract);
    input logic  [(WIDTH-1):0] A, B;
    input logic                subtract;
    output logic [(WIDTH-1):0] sum;
    output logic               overflow;
    output logic               carry_out_msb;
    logic        [(WIDTH-1):0] carry;
    logic        [(WIDTH-1):0] b_in;
    assign carry_out_msb = carry[WIDTH-1];
    full_adder lsb (.A(A[0]),
                    .B(b_in[0]),
                    .sum_result(sum[0]),
                    .carry_in(subtract),
                    .carry_out(carry[0]));
    full_adder msb (.A(A[(WIDTH-1)]),
                    .B(b_in[(WIDTH-1)]),
                    .sum_result(sum[(WIDTH-1)]),
                    .carry_in(carry[WIDTH-2]),
                    .carry_out(carry[WIDTH-1]));
    xor of (overflow, carry[WIDTH-1], carry[WIDTH-2]);
    genvar i;
    generate
        for (i=0; i<WIDTH; i=i+1) begin
            xor b_input (b_in[i], B[i], subtract);
        end
        for (i=1; i<(WIDTH-1); i=i+1) begin
            full_adder add (.A(A[i]),
                            .B(b_in[i]),
                            .sum_result(sum[i]),
                            .carry_in(carry[i - 1]),
                            .carry_out(carry[i]));
        end
    endgenerate
endmodule
`timescale 1ns / 10ps
module full_adder(carry_in, A, B, sum_result, carry_out);
	input logic carry_in, A, B;
	output logic sum_result, carry_out;
	logic a_xor_b;
	logic a_and_b;
	logic cin_ab;
	xor #0.05 ab (a_xor_b, A, B);
	xor #0.05 sum (sum_result, a_xor_b, carry_in);
	and #0.05 a_b (a_and_b, A, B);
	and #0.05 cin_ab1(cin_ab, carry_in, a_xor_b);
	or #0.05 carry (carry_out, a_and_b, cin_ab);
endmodule
==> run notes <==
run metrics: Syn Inst Count=roughly 330, top-level I/O count=a little under 200, hold depth=3, Design Area, Final=4428 um2, Setup CP Type=in -> out, Placed Area=4428 um2, CP dominant cell by count=fa_1, Layout Cells excl Fill=around 580, Hold Slack=approximately 34 ns, drt first-iter violations=11, initial antenna violation count=0, critical-path maximum fanout=37, via/cell ratio=roughly 3.6, Final Setup Violations=0, WL final=~5.8 mm, Seq cells=0, yosys stat chip area=between 2000 and 3000 um2, arrival time worst endpoint=between 40 and 50 ns, Max Cap Viol=0, Resize count post-CTS=0, Placed Cells=approximately 580, cell row count=35, Setup TNS=0 ns, wire per inst=10.04 um, die width=between 100 and 150 um, Worst slew margin=around three fifths, synthesis warning total=0, startpoint types=primary input, vias in the first global route=roughly 2200, GP Congestion=0.7954, WP data required=around 66 ns, status=complete, no violations, slowest cell on the critical path=buf_4, Pwr per Cell Area=approximately 9.4 nW/um2, critical path capture point type=primary output, antenna fix cells=0, Hold/Removal Path Class=in -> out, drc violations=0, setup bufs post-CTS=0, Hold EP=sum[0], LEAKAGE=approximately 2.0 nW, Fill cells=878, Core Area=about 9300 um2, cts hold-fix bufs=0, biggest cell delay along the critical path=roughly 0.47 ns, Worst IR Drop VDD=between 0.004 and 0.005 mV, antenna viol nets, final=0, die area=about 10000 um2, largest net degree at the start of global routing=38, hpwl dp=5.412 mm, clock buffer count=0, RSZ-0062 raised after global routing=no, Synth Area per Inst=between 8 and 9 um2, sequential element share of the synthesized area=0%, P&R area growth vs syn=53.14%, layout cells sized above 1=less than 1%, Fmax=roughly 0.016 GHz, Slew @ Worst Pin=around 0.6 ns, Detailed Routing Iterations Pass 1=3, I/O Buffers=slightly below 200, yosys cell count=approximately 330, synthesized area=between 2000 and 3000 um2, Slew Viols, Final=0, Die Height=about 100 um, Final Hold Vio Count=0, post-synthesis cell type count=8, worst hold start=B[0], Reg area=0 um2, Global Route Usage Sum=between 10% and 20%, grt total ovfl=0, fp util=~31%, Tool Warnings=32, Final min period=just over 60 ns, cycle use final=between 70% and 80%, Via Count=~2100, first-pass GRT wire length=approximately 9.5 mm
## routing by layer
metal	routed length [um]	GRT usage, %	vias up
met5	0	0	-
met4	0	0	0
met3	580	2.195	0
met2	2851	21.65	105
met1	2383	16.66	944
li1	-	-	1030
## placed cells by master (no fill, tap or decap)
cell type / instances
mux2i_1: 1
fa_1: 63
clkdlybuf4s50_1: 194
buf_4: 2
xor2_1: 3
inv_1: 125
xnor2_1: 62
## worst max path at each step
stage                     from  endpoint  slack, ns
after CTS             subtract   sum[63]      21.85
final                 subtract   sum[63]      22.19
after global routing  subtract   sum[63]      21.01
## critical path: cells and delay by family
| kind | cells | cell delay (ns) |
|---|---|---|
| adder cells (fa/ha/maj) | 63 | 26.19 |
| buffers and inverters | 5 | 1.09 |
| multiplexers | 1 | 0.19 |
## kinds of logic after synthesis
kind of cell,count (synthesis),synth area share [%]
XOR/XNOR,65,19.69
adder cells (fa/ha/maj),63,43.62
buffers and inverters,196,36.35
multiplexers,1,0.3462
## through the flow
stage | setup WS [ns] | utilization (%) | power (mW)
2_1_floorplan | 23.51 | - | 0.02753
3_3_place_gp | 21.99 | 47.70 | 0.04274
3_5_place_dp | 21.91 | 47.70 | 0.04272
4_1_cts | 21.85 | 47.70 | 0.04300
5_1_grt | 21.01 | 47.70 | 0.04784
6_report | 22.19 | 47.70 | 0.04178
## area by class of cell
type                       instances  area, um2  area share [%]
inverter                         125      469.2           10.60
multi-input combinational        129       1841           41.57
tap                              129      161.4           3.645
timing repair buffer             196       1957           44.19
## where the power goes
group | leakage (nW) | internal, mW | switching, mW
Clock | 0 | 0 | 0
Combinational | 2.04 | 0.0291 | 0.0127
Sequential | 0 | 0 | 0
## synth_stat cells
library cell / count / area share (%)
inv_1: 125 / 16
buf_4: 64 / 17
fa_1: 63 / 44
xnor2_1: 62 / 19
buf_8: 6 / 3.1
xor2_1: 3 / 0.91
buf_6: 1 / 0.39
mux2i_1: 1 / 0.35
Power is estimated from default activity; no workload was simulated.
